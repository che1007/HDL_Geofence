===== /design/flow/config.mk =====
export PLATFORM = sky130hd
export DESIGN_NAME = geofence
export DESIGN_NICKNAME = geofence
export VERILOG_FILES = /design/flow/design.v
export SDC_FILE = /design/flow/constraint.sdc
export NUM_CORES = 4
export LEC_CHECK = 1
export CORE_UTILIZATION = 50

===== /design/flow/constraint.sdc =====
current_design geofence

set clk_period 9.7
set clk_io_pct 0.2

create_clock -name clk0 -period $clk_period [get_ports {clk}]

set non_clock_inputs [all_inputs -no_clocks]
set_input_delay [expr $clk_period * $clk_io_pct] -clock clk0 $non_clock_inputs
set_output_delay [expr $clk_period * $clk_io_pct] -clock clk0 [all_outputs]

===== /design/flow/design.v =====
`timescale 1ns/10ps
module geofence (clk,reset,X,Y,valid,is_inside);
input			clk;
input			reset;
input	[9:0]	X;
input	[9:0]	Y;
output			valid;
output			is_inside;
localparam READ_INIT = 3'd0;
localparam READ = 3'd1;
localparam SORT_INIT = 3'd2;
localparam SORT = 3'd3;
localparam CHK = 3'd4;
localparam FINISH = 3'd5;
reg [2:0] currentState;
reg [2:0] nextState;
reg [2:0] cnt;
reg [9:0] x_list [0:6], y_list [0:6];
reg [9:0] obj_x, obj_y;
reg [9:0] left_x, left_y;
reg signed [10:0] sort_list [0:6];
reg sort_index;
reg signed [10:0] vectorA_x, vectorA_y, vectorB_x, vectorB_y;
reg [2:0] chk_cnt;
reg inside_flag;
integer i;
wire [19:0] ans0, ans1;
reg inside_;
wire msb0, msb1;
multiply mul0(.clk(clk), .reset(reset), .a(vectorA_x), .b(vectorB_y), .ans(ans0), .carry(msb0));
multiply mul1(.clk(clk), .reset(reset), .a(vectorA_y), .b(vectorB_x), .ans(ans1), .carry(msb1));
always @(*) begin
    case ({msb0, msb1})
        2'b10: inside_ = 1'b0;
        2'b01: inside_ = 1'b1;
        2'b00: inside_ = ans0 > ans1;
        2'b11: inside_ = ans1 > ans0; 
        default: inside_ = 1'b0;
    endcase
end
assign valid = (currentState == FINISH);
assign is_inside = inside_flag;
always @(posedge clk or posedge reset) begin
    if (reset) begin
        currentState <= READ_INIT;
    end
    else currentState <= nextState;
end
always @(*) begin
    case (currentState)
		READ_INIT: nextState = READ;
        READ: nextState = (cnt == 3'd6)? SORT_INIT : READ;
        SORT_INIT: nextState = SORT;
        SORT: nextState = (cnt == 3'd6)? CHK : SORT;
        CHK: nextState = (cnt == 3'd6 || (~inside_ && chk_cnt > 1))? FINISH : CHK;
        FINISH: nextState = READ_INIT; 
        default: nextState = READ_INIT;
    endcase
end
always @(posedge clk or posedge reset) begin
    if (reset) begin
        cnt <= 0;
        left_x <= 10'd1023;
        left_y <= 0;
        sort_index <= 0;
		vectorA_x <= 0;
		vectorA_y <= 0;
		vectorB_x <= 0;
		vectorB_y <= 0;
		chk_cnt <= 0;
		inside_flag <= 0;
    end
    else begin
        case (currentState)
			READ_INIT: begin
                obj_x <= X;
                obj_y <= Y;
			end
            READ: begin
				cnt <= cnt + 3'd1;
                x_list[cnt] <= X;
                y_list[cnt] <= Y;
                if (X < left_x) begin
                    left_x <= X;
                    left_y <= Y;
                end                
            end
            SORT_INIT: begin
				cnt <= 0;
                for (i = 0; i < 7; i = i + 1) begin
                    sort_list[i] <= (y_list[i] < left_y)? ~x_list[i] + 11'd1 : x_list[i];
                end
            end
            SORT: begin
                cnt <= (cnt == 3'd6)? 3'd0 : cnt + 3'd1;
                sort_index <= ~sort_index;
                if (sort_index) begin
                    for (i = 0; i < 5; i = i + 2) begin
                        sort_list[i] <= (sort_list[i] > sort_list[i + 1])? sort_list[i + 1] : sort_list[i];
                        x_list[i] <= (sort_list[i] > sort_list[i + 1])? x_list[i + 1] : x_list[i];
                        y_list[i] <= (sort_list[i] > sort_list[i + 1])? y_list[i + 1] : y_list[i];
                        sort_list[i + 1] <= (sort_list[i] > sort_list[i + 1])? sort_list[i] : sort_list[i + 1];
                        x_list[i + 1] <= (sort_list[i] > sort_list[i + 1])? x_list[i] : x_list[i + 1];
                        y_list[i + 1] <= (sort_list[i] > sort_list[i + 1])? y_list[i] : y_list[i + 1];
                    end
                end
                else begin
                    for (i = 1; i < 6; i = i + 2) begin
                        sort_list[i] <= (sort_list[i] > sort_list[i + 1])? sort_list[i + 1] : sort_list[i];
                        x_list[i] <= (sort_list[i] > sort_list[i + 1])? x_list[i + 1] : x_list[i];
                        y_list[i] <= (sort_list[i] > sort_list[i + 1])? y_list[i + 1] : y_list[i];
                        sort_list[i + 1] <= (sort_list[i] > sort_list[i + 1])? sort_list[i] : sort_list[i + 1];
                        x_list[i + 1] <= (sort_list[i] > sort_list[i + 1])? x_list[i] : x_list[i + 1];
                        y_list[i + 1] <= (sort_list[i] > sort_list[i + 1])? y_list[i] : y_list[i + 1];
                    end
                end
            end
			CHK: begin
				chk_cnt <= (chk_cnt == 6)? chk_cnt : chk_cnt + 3'd1;
				vectorB_x <= x_list[chk_cnt] - obj_x;
				vectorB_y <= y_list[chk_cnt] - obj_y;
				vectorA_x <= (chk_cnt == 3'd6)? x_list[0] - x_list[chk_cnt] : x_list[chk_cnt + 1] - x_list[chk_cnt];
				vectorA_y <= (chk_cnt == 3'd6)? y_list[0] - y_list[chk_cnt] : y_list[chk_cnt + 1] - y_list[chk_cnt];
				cnt <= (chk_cnt > 1)? cnt + 3'd1 : cnt;
				inside_flag <= inside_;
			end
            FINISH: begin
				cnt <= 0;
                left_x <= 10'd1023;
                chk_cnt <= 0;
            end  
        endcase
    end
end
endmodule
module multiply (
	clk,
	reset,
	a,
	b,
	ans,
    carry
);
parameter  MUL_WIDTH  = 11;
parameter  MUL_RESULT = 21;
input                    clk;
input                  reset;
input [MUL_WIDTH-1:0]      a;
input [MUL_WIDTH-1:0]      b;
output [MUL_RESULT-2:0]  ans;
output                 carry;
reg                             msb;
reg [MUL_RESULT-2:0]            add;
wire [MUL_WIDTH-1:0]      mul_a_reg;
wire [MUL_WIDTH-1:0]      mul_b_reg;
wire [MUL_WIDTH-2:0]   inv_a, inv_b;
wire [9:0]   stored0, stored2, stored4, stored6, stored8;
wire [9:0]   stored1, stored3, stored5, stored7, stored9;
assign inv_a = ~a[9:0] + 10'd1;
assign inv_b = ~b[9:0] + 10'd1;
assign mul_a_reg = (a[10] == 0)? a : {1'b1, inv_a};
assign mul_b_reg = (b[10] == 0)? b : {1'b1, inv_b};
assign ans = add;
assign carry = msb;
assign stored0 = mul_b_reg[0]? mul_a_reg[9:0] : 10'b0;
assign stored1 = mul_b_reg[1]? mul_a_reg[9:0] : 10'b0;
assign stored2 = mul_b_reg[2]? mul_a_reg[9:0] : 10'b0;
assign stored3 = mul_b_reg[3]? mul_a_reg[9:0] : 10'b0;
assign stored4 = mul_b_reg[4]? mul_a_reg[9:0] : 10'b0;
assign stored5 = mul_b_reg[5]? mul_a_reg[9:0] : 10'b0;
assign stored6 = mul_b_reg[6]? mul_a_reg[9:0] : 10'b0;
assign stored7 = mul_b_reg[7]? mul_a_reg[9:0] : 10'b0;
assign stored8 = mul_b_reg[8]? mul_a_reg[9:0] : 10'b0;
assign stored9 = mul_b_reg[9]? mul_a_reg[9:0] : 10'b0;
always @(posedge clk or posedge reset) begin
	if (reset) begin		
		msb<=0;
		add<=0;	
	end
	else begin
		msb <= a[10] ^ b[10];
		add <= ((({stored1, 1'b0} + stored0) + {({stored3, 1'b0} + stored2), 2'b0}) + 
               {(({stored5, 1'b0} + stored4) + {({stored7, 1'b0} + stored6),2'b0}), 4'b0}) + 
               {({stored9, 1'b0} + stored8), 8'b0};
	end
end
endmodule

===== /design/flow/run.sh =====
#!/bin/bash
# OpenROAD 26Q1-2900-gdf79404cd8, Yosys 0.63+post, stock flow scripts
make -C /OpenROAD-flow-scripts/flow DESIGN_CONFIG=/design/flow/config.mk WORK_HOME=/design/flow/orfs finish

==> flow_summary.toml <==
# implementation run metrics
[yosys]
synthArstFlopShare_pct = 33.6
synth_cells = 3555
ys_cells = 3555
edf_count = 237
synth_area_per_cell_um2 = 8.94
yosysSeqAreaShare_pct = 31.9
yosysUniqueCellTypes = 74
synth_area_um2 = 31800
yosys_area_um2 = 31800
synth-seq-cells = 357
yosysWarningCount = 5
ys.flop_type = "edfxtp_1"

[timing]
post-route-period-util_pct = 71.5
fmax_mhz = 144
maxSlewViolCount = 0
finalCriticalPeriod_ps = 6930
slew_headroom_pct = 39.1
rsz0062_at_grt = "no"
worstMarginPinSlew_ps = 888
skew_ps = 35.8
hold_violations = 0
setup_slack_ps = 2770
setup_viol = 0
setup-tns-final_ps = 0

[outcome]
status = "finished clean"

[floorplanning]
initial_core_util_pct = 50.5
ios = 24
rows = 92
dieArea_um2 = 64600
core_um2 = 63000
die_width_um = 254
die_h_um = 254

[placed_design]
hpwlAfterDp_mm = 72.2
gp_congestion = 0.960
dpl.cell_count = 4334
io_buffer_count = 23
dpl_cell_area_um2 = 33100
dpl_worst_slack_ps = 2700

[routing]
ant_nets = 0
wl_per_cell_um = 22.0
n_antenna_cell = 0
route.detailed.drc = 0
avgViaCountPerCell = 6.08
drtPass1Iterations = 6
vias = 26800
first_iter_violations = 1907
routed_wl_mm = 97.1

[worst_setup_path]
arrival_ps = 7380
cp-start-kind = "flip-flop"
critPathMaxStageDelay_ps = 690
critPathSlowestCell = "xor2_1"
worstPathRequired_ps = 10150
critPathMaxFanout = 11
end_kind = "flip-flop"
crit_path_frequent_cell = "xor2_1"
rrSetupSlack_ps = 2770
critPathKind = "reg -> reg"

[clock_network]
clockBufferDepth = 3
postCtsSetupRepairBufs = 0
cts.sinks = 357
clock_latency_ps = 590
clkTransAtPathRegs_ps = 60
cts_hold_buf = 0
cts_tree = "built"
cts.repair.resized = 0
cts_buffers = 43
h-tree-depth = 2
ctsRootBufferMaster = "clkbuf_16"

[final_layout]
drive_gt1_share_pct = 6.95
fill_cells = 5533
syn_to_final_growth_pct = 8.84
final_common_cell = "nor2_1"
seq_area_um2 = 10100
layout_top_cells = "nor2_1 (408), ha_1 (394), nand2_1 (320), inv_1 (256), edfxtp_1 (237)"
stdcell_area_um2 = 34600
comb_area_um2 = 20100
final_cells = 4413

[grt]
use_met2_pct = 48.8
use_met1_pct = 45.4
grt_pass1_wl_mm = 151
grt_max_degree = 82
gr-max-usage-layer = "met2"
grt_util_all_layers_pct = 32.2
grt_overflow = 0
use_met3_pct = 10.3
antenna_found_initial = 0
first_global_vias = 26100

[run]
warnings = 32
maxCapViolations = 0

[pwr]
power.density_nw_per_um2 = 98.1
finalPower_uw = 3390
ir_drop_v = 0.000157
p_leak_uw = 0.0146

[worst_hold_path]
worst_hold_path_type = "reg -> reg"
==> per-stage QoR <==
| step | utilization [%] | hold slack [ps] |
|---|---|---|
| floorplan | - | 353 |
| global placement | 52.6 | 487 |
| detailed placement | 52.6 | 496 |
| CTS | 54.9 | 508 |
| global route | 54.9 | 517 |
| finish | 54.9 | 506 |
==> final timing paths <==
kind	start	end	cells past startpoint
max in group asynchronous	reset	sort_index	3
min in group asynchronous	reset	vectorA_x[7]	2
worst max register to register	vectorB_y[0]	mul0.add[18]	25
worst max-delay path	vectorB_y[0]	mul0.add[18]	25
worst min-delay path	left_y[8]	left_y[8]	1
worst min register to register	left_y[8]	left_y[8]	1
==> sequential cells by signal (all words and copies together) (netlist names) <==
register      count
inside_flag       1
chk_cnt           3
mul1.msb          1
sort_index        1
obj_y            10
vectorA_y        11
mul1.add         20
x_list           70
cnt               3
mul0.add         20
obj_x            10
vectorA_x        11
vectorB_x        11
mul0.msb          1
left_y           10
currentState      6
vectorB_y        11
left_x           10
y_list           70
sort_list        77
==> Yosys cell counts (34+ instances only) <==
master	number	area, um^2
o21ai_0	125	626
ha_1	394	4930
o211ai_1	61	458
nand2_1	320	1200
a31oi_1	58	363
inv_1	257	965
mux2i_1	94	941
o21a_1	50	375
nor2b_1	34	213
clkbuf_1	147	552
nor3_1	99	495
mux2_2	52	586
or3_1	41	257
nand4_1	37	231
xnor2_1	101	885
nor4_1	41	257
dfrtp_1	109	2730
a21oi_1	231	1160
edfxtp_1	237	7120
fa_1	44	881
nor2_1	409	1540
a22oi_1	40	300
xor2_1	64	561
o31a_1	89	780
a21o_1	86	646
==> per-layer routing <==
layer	vias up	share of wire, %
met1	12600	42
met4	0	3.8
met2	1037	45
li1	13000	-
met3	218	9.6
met5	-	0
==> kinds of logic after synthesis <==
kind of cell / share of synthesized area (%)
AND/OR/NAND/NOR: 15.2
AND-OR/OR-AND: 20.1
adder cells (fa/ha/maj): 18.3
buffers and inverters: 5.13
flip-flops: 31.9
XOR/XNOR: 4.65
multiplexers: 4.80
==> critical path: cells and delay by family, from the launching register on <==
kind | cells | cell delay [ps]
simple gates | 5 | 920
fa+ha+maj | 6 | 2330
buf+inv | 1 | 40
xor+xnor | 4 | 1310
compound gates | 9 | 1850
flops | 1 | 390
==> area by class of cell <==
class | instances | share of cell area, %
clock inverters | 27 | 0.998
multi-input cells | 2767 | 58.0
well taps | 846 | 3.06
repair buffers | 105 | 2.48
clock buffers | 52 | 3.30
inverters | 259 | 2.82
flip-flops and latches | 357 | 29.3
==> report_power, final <==
| group | leakage [uW] | internal (uW) | switching (uW) |
|---|---|---|---|
| Combinational | 0.0101 | 17.5 | 38.3 |
| Clock | 0.000721 | 1030 | 686 |
| Sequential | 0.00377 | 1620 | 0 |
| Total | 0.0146 | 2670 | 724 |
Power figures rest on the tool's default switching activity, not on a simulated workload.
